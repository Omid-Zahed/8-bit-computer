--- /design/flow/config.mk ---
export PLATFORM = sky130hd
export DESIGN_NAME = alu
export DESIGN_NICKNAME = alu
export VERILOG_FILES = /design/flow/design.v
export SDC_FILE = /design/flow/constraint.sdc
export NUM_CORES = 4
export LEC_CHECK = 1
export CORE_AREA = 10 10 70 70
export DIE_AREA = 0 0 80 80
--- /design/flow/constraint.sdc ---
current_design alu

set clk_period 3.3
set clk_io_pct 0.2

create_clock -name clk0 -period $clk_period

set non_clock_inputs [all_inputs -no_clocks]
set_input_delay [expr $clk_period * $clk_io_pct] -clock clk0 $non_clock_inputs
set_output_delay [expr $clk_period * $clk_io_pct] -clock clk0 [all_outputs]
--- /design/flow/design.v ---
module alu(
    input [3:0] a,
    input [3:0] b,
    input [2:0] op,
    output reg [3:0] result
);
always @(*) begin
    case (op)
        3'b000: result = a & b;
        3'b001: result = a | b;
        3'b010: result = a + b;
        3'b011: result = a - b;
        3'b100: result = ~a;
        3'b101: result =  (~a&b)|(~b&a);
        3'b110: result = a - 1;
        3'b111: result = a + 1;
        default: result = 4'b0000;
    endcase
end
endmodule
--- /design/flow/run.sh ---
#!/bin/bash
# OpenROAD 26Q1-2900-gdf79404cd8, Yosys 0.63+post, stock flow scripts
make -C /OpenROAD-flow-scripts/flow DESIGN_CONFIG=/design/flow/config.mk WORK_HOME=/design/flow/orfs finish
==> deck_impl_summary.md <==
Run Summary

Critical path
  – CP endpoint kind: primary output
  – Required time worst endpoint: 2.64 ns
  – Largest driver fanout on the critical path: 3
  – Worst Path Arrival: 2.60 ns
  – Type of the worst setup path: input pin to primary output
  – Startpoint type of the worst setup path: input pin

Timing
  – Least-Margin Pin Slew: 0.2390 ns
  – Total setup violations reported at the end of the flow: 0
  – Maximum clock frequency: 306.4 MHz
  – Post-layout minimum cycle time: 3.263 ns
  – Worst relative slew slack: 83.95%
  – Final number of max-transition violations: 0
  – TNS Setup: 0 ns
  – Unrepaired setup endpoints after global routing: yes
  – Final count of hold timing violations: 0
  – Fin crit share: 98.89%

Placed design
  – Placer Congestion: 0.8155
  – Port buffer count: 15
  – Post-DP HPWL: 1230 um

Global route
  – Pin count of the biggest net entering global routing: 7
  – Antenna violations before repair: 0
  – Overall fraction of global-route tracks in use: 4.325%
  – Global-route wire length before repair: 2325 um
  – Remaining global-route overflow: 0
  – Vias in the first global route: 506

Route
  – First-pass iteration count of the detailed router: 2
  – Initial detailed-routing violation count: 7
  – Post-detailed-route wirelength per cell: 10.09 um
  – Antenna diode instance count: 0
  – Detailed-route wire length: 1393 um
  – Vias after detailed routing: 530
  – Avg Vias per Cell: 3.841
  – Post-DRT Antenna Nets: 0
  – DRC violations left: 0

Yosys
  – Number of cell instances after yosys synthesis: 61
  – Unique masters post-synth: 24
  – Yosys Chip Area: 510.5 um2
  – Synth cell count leaders: 15 x sky130_fd_sc_hd__inv_1, 12 x sky130_fd_sc_hd__ha_1, 6 x sky130_fd_sc_hd__o21ai_0
  – Share of synthesized area occupied by flip-flops and latches: 0%
  – Warnings from Yosys: 1
  – Mean area per synthesized cell: 8.369 um2
  – Library cell with the highest instance count after synthesis: sky130_fd_sc_hd__inv_1
  – Cell accounting for the most synthesized area: sky130_fd_sc_hd__ha_1
  – Number of standard cells after synthesis: 61
  – Share of Yosys cell area claimed by the top area cell type: 29.41%
  – Main area contributors after synthesis: sky130_fd_sc_hd__ha_1 29%, sky130_fd_sc_hd__mux4_2 13%, sky130_fd_sc_hd__inv_1 11%, sky130_fd_sc_hd__o21ai_0 5.9%, sky130_fd_sc_hd__mux4_1 5.1%
  – Cell area after synthesis: 510.5 um2

Floorplan
  – Number of placement rows: 21
  – X dimension of the die: 80 um
  – I/O pin cnt: 15
  – FP Core Util: 14.95%
  – Die Y-Extent: 80 um
  – Area of the placeable core: 3416 um2
  – Die area: 6400 um2

Power and ir drop
  – Fraction of power spent switching nets: 38.27%
  – P_sw: 43.32 uW
  – Pwr Density: 130.9 nW/um2
  – Leakage component of the power: 0.0004117 uW
  – Clk pwr share: 0%
  – Post-layout power: 113.2 uW
  – Portion of total power attributed to sequential cells: 0%
  – Pint: 69.87 uW
  – Comb pwr share: 100.0%
  – Peak supply drop: 45.01 uV

Cells and area
  – Seq. cell area: 0 um2
  – Layout cell share with drive strength beyond 1: 44.57%
  – Number of clock buffers in the layout: 0
  – Synthesis-to-layout area growth: 69.36%
  – Seq cells: 0

Status
  – Result of the run: complete, no violations

Flow run
  – # Max-Cap Violations: 0
  – OpenROAD warnings: 37

Hold path
  – Tightest Hold Check Type: input pin to primary output
[logic make-up after synthesis]
kind of cell,share of synthesized area (%)
AND-OR/OR-AND,18.88
XOR/XNOR,1.716
adder cells (fa/ha/maj),33.33
buffers and inverters,12.74
multiplexers,22.79
AND/OR/NAND/NOR,10.54
[stage by stage]
| stage | setup WS, ns | hold WS (ns) | area (um2) | cells | util [%] |
|---|---|---|---|---|---|
| after global routing | -0.05707 | 1.818 | 864.6 | 138 | 25.31 |
| after CTS | 0.01010 | 1.781 | 854.6 | 138 | 25.02 |
| after global placement | -0.9303 | 2.530 | 833.3 | 137 | 24.40 |
| after detailed placement | -0.9583 | 2.550 | 833.3 | 137 | 24.40 |
| after floorplan | 0.1783 | 1.351 | 510.5 | 61 | - |
| final | 0.03669 | 1.791 | 864.6 | 138 | 25.31 |
[power by group through the flow]
stage     clock network (uW)  logic (uW)  registers [uW]
4_1_cts                    0         112               0
5_1_grt                    0         126               0
6_report                   0         113               0
[routing by layer]
metal	track usage (%)	share of wire (%)	routed length [um]	up-vias
li1	-	-	-	280
met1	6.523	54	749	240
met2	6.501	42	583	10
met3	0.9091	4.3	60	0
met4	0	0	0	0
met5	0	0	0	-
[placed cells by master (no fill, tap or decap), drive strengths merged]
cell type	instances
a211o	1
xnor2	1
mux4	4
dlygate4sd2	4
o31a	1
nand2	2
buf	22
or3	1
clkdlybuf4s15	1
clkdlybuf4s50	4
ha	12
nor2b	2
nor3	1
a32oi	1
and3	1
o21ai	6
inv	16
clkbuf	1
o22a	1
nor2	3
mux2	2
a41oi	1
o211ai	1
a21o	1
fa	1
a31oi	1
[cell type report]
type / count / area, um2
multi-input cells: 44 / 474.2
inverters: 16 / 65.06
fillers: 375 / 2551
repair buffers: 32 / 267.8
well taps: 46 / 57.56
[repair_timing]
item / CTS / global route
resized: 39 / 10
setup endpoints to repair: 4 / 3
pin swaps: 11 / 4
hold buffers: 0 / 0
setup buffers: 1 / 0
[worst max-delay path, stage by stage]
cell and delay [ns]:
sky130_fd_sc_hd__buf_8 0.08, sky130_fd_sc_hd__inv_4 0.03, sky130_fd_sc_hd__ha_4 0.15, sky130_fd_sc_hd__nor2b_1 0.10, sky130_fd_sc_hd__o21ai_1 0.06, sky130_fd_sc_hd__a32oi_1 0.15
sky130_fd_sc_hd__ha_1 0.28, sky130_fd_sc_hd__a21o_2 0.23, sky130_fd_sc_hd__or3_4 0.37, sky130_fd_sc_hd__a211o_1 0.26, sky130_fd_sc_hd__a31oi_1 0.11, sky130_fd_sc_hd__buf_2 0.12
[worst paths after layout]
| kind | start | endpoint | cells past startpoint |
|---|---|---|---|
| max | b[0] | result[3] | 12 |
| min | op[1] | result[3] | 4 |
Power and IR drop assume default switching activity.
